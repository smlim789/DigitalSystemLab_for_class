<file path="config.mk">
export PLATFORM = sky130hd
export DESIGN_NAME = TOP_Finw7
export DESIGN_NICKNAME = TOP_Finw7
export VERILOG_FILES = /design/flow/design.v
export SDC_FILE = /design/flow/constraint.sdc
export NUM_CORES = 4
export LEC_CHECK = 1
export CORE_AREA = 10 10 113 113
export DIE_AREA = 0 0 123 123
</file>
<file path="constraint.sdc">
current_design TOP_Finw7

set clk_period 5.1
set clk_io_pct 0.2

create_clock -name clk0 -period $clk_period [get_ports {clk}]

set non_clock_inputs [all_inputs -no_clocks]
set_input_delay [expr $clk_period * $clk_io_pct] -clock clk0 $non_clock_inputs
set_output_delay [expr $clk_period * $clk_io_pct] -clock clk0 [all_outputs]
</file>
<file path="design.v">
module full_adder(
    input a, b, cin,
    output reg s, cout
);
reg [2-1:0] _cout;
reg _s;
always @ (*) begin
    _s     = a ^ b;
    _cout[0] = a & b;
    s     = _s ^ cin;
    _cout[1] = _s & cin;
    cout  = _cout[0] | _cout[1];
end
endmodule
module fourbit_adder_subtractor(
    input [4-1:0] a, b,
    input M,
    output [4-1:0] s,
    output cout, v
);
wire [4-1:0] _xb;
wire [3-1:0] _cout;
xor (_xb[0], b[0], M);
xor (_xb[1], b[1], M);
xor (_xb[2], b[2], M);
xor (_xb[3], b[3], M);
full_adder fa0(a[0], _xb[0], M, s[0], _cout[0]);
full_adder fa1(a[1], _xb[1], _cout[0], s[1], _cout[1]);
full_adder fa2(a[2], _xb[2], _cout[1], s[2], _cout[2]);
full_adder fa3(a[3], _xb[3], _cout[2], s[3], cout);
xor (v, cout, _cout[2]);
endmodule
module fourbit_multiplier(
    input  [4-1:0] a, b,
    output [8-1:0] out
);
    wire [16-1:0] pp;   
    and (out[0], a[0], b[0]);            
    and (pp[0],  a[0], b[1]);
    and (pp[1],  a[0], b[2]);
    and (pp[2],  a[0], b[3]);
    and (pp[3],  a[1], b[0]);
    and (pp[4],  a[1], b[1]);
    and (pp[5],  a[1], b[2]);
    and (pp[6],  a[1], b[3]);
    and (pp[7],  a[2], b[0]);
    and (pp[8],  a[2], b[1]);
    and (pp[9],  a[2], b[2]);
    and (pp[10], a[2], b[3]);
    and (pp[11], a[3], b[0]);
    and (pp[12], a[3], b[1]);
    and (pp[13], a[3], b[2]);
    and (pp[14], a[3], b[3]);
    wire [7:0] sum1, sum2;
    wire [2:0] carry_out;
    wire [2:0] overflow_dump;
    fourbit_adder_subtractor stage1 (
        .a({1'b0, pp[2], pp[1], pp[0]}),     
        .b({pp[6], pp[5], pp[4], pp[3]}),    
        .M(1'b0),                            
        .s(sum1[3:0]),
        .cout(carry_out[0]),
        .v(overflow_dump[0])
    );
    assign out[1] = sum1[0];   
    fourbit_adder_subtractor stage2 (
        .a({carry_out[0], sum1[3:1]}),       
        .b({pp[10], pp[9], pp[8], pp[7]}),   
        .M(1'b0),                            
        .s(sum2[3:0]),
        .cout(carry_out[1]),
        .v(overflow_dump[1])
    );
    assign out[2] = sum2[0];   
    fourbit_adder_subtractor stage3 (
        .a({carry_out[1], sum2[3:1]}),       
        .b({pp[14], pp[13], pp[12], pp[11]}),  
        .M(1'b0),                            
        .s(out[6:3]),                        
        .cout(out[7]),                       
        .v(overflow_dump[2])
    );
endmodule
module fourbit_bitwise_and (
    input  [3:0] a,
    input  [3:0] b,
    output reg [3:0] out
);
    always @(*) begin
        out = a & b;
    end
endmodule
module fourbit_bitwise_or (
    input  [3:0] a,
    input  [3:0] b,
    output reg [3:0] out
);
    always @(*) begin
        out = a | b;
    end
endmodule
module fourbit_bitwise_xor (
    input  [3:0] a,
    input  [3:0] b,
    output reg [3:0] out
);
    always @(*) begin
        out = a ^ b;
    end
endmodule
module TOP_fourbit_ALU (
    input  [3:0] a,
    input  [3:0] b,
    input  [2:0] opcode,       
    output reg [3:0] out,
    output reg       cout,     
    output reg       v         
);
    wire [3:0] sum_sub;
    wire       carry_int, ovf_int;
    wire [3:0] w_and, w_or, w_xor;
    wire [7:0] w_mul;
    fourbit_adder_subtractor fas (
        .a(a),
        .b(b),
        .M(opcode == 3'b001),
        .s(sum_sub),
        .cout(carry_int),
        .v(ovf_int)
    );
    fourbit_bitwise_and and_u (.a(a), .b(b), .out(w_and));
    fourbit_bitwise_or  or_u  (.a(a), .b(b), .out(w_or));
    fourbit_bitwise_xor xor_u (.a(a), .b(b), .out(w_xor));
    fourbit_multiplier mul_u (.a(a), .b(b), .out(w_mul));
    always @(*) begin
        cout = 1'b0;
        v    = 1'b0;
        case (opcode)
            3'b000: begin
                out  = sum_sub;        
                cout = carry_int;
                v    = ovf_int;
            end
            3'b001: begin
                out  = sum_sub;        
                cout = carry_int;
                v    = ovf_int;
            end
            3'b010: begin
                out  = w_and;          
            end
            3'b011: begin
                out  = w_or;           
            end
            3'b100: begin
                out  = w_xor;          
            end
            3'b101: begin
                out  = w_mul[3:0];     
            end
            default: begin
                out  = 4'b0000;
            end
        endcase
    end
endmodule
module TOP_Finw7 (
    input         clk,
    input         reset,
    input  [3:0]  operandA,
    input  [3:0]  operandB,
    input  [2:0]  opcode,
    output [7:0]  seg_COM,
    output [7:0]  seg_DATA
);
    wire [3:0] alu_out;
    wire       alu_cout;
    wire       alu_v;
    TOP_fourbit_ALU u_alu (
        .a     (operandA),
        .b     (operandB),
        .opcode(opcode),
        .out   (alu_out),
        .cout  (alu_cout),
        .v     (alu_v)
    );
    TOP_bin2seven u_display (
        .clk     (clk),
        .reset   (reset),
        .binary  (alu_out),
        .seg_COM (seg_COM),
        .seg_DATA(seg_DATA)
    );
endmodule
module bin2BCD (
    input  [3:0] binary_input,
    output [3:0] tens,
    output [3:0] ones
);
    assign tens = (binary_input >= 4'd10) ? 4'd1 : 4'd0;
    assign ones = binary_input - (tens << 3) - (tens << 1);
endmodule
module BCD2seven (
    input  [3:0] BCD_input,
    output reg [7:0] seven_segment
);
    always @(*) begin
        case (BCD_input)
            4'd0: seven_segment = 8'b1111_1100;  
            4'd1: seven_segment = 8'b0110_0000;  
            4'd2: seven_segment = 8'b1101_1010;  
            4'd3: seven_segment = 8'b1111_0010;  
            4'd4: seven_segment = 8'b0110_0110;  
            4'd5: seven_segment = 8'b1011_0110;  
            4'd6: seven_segment = 8'b1011_1110;  
            4'd7: seven_segment = 8'b1110_0000;  
            4'd8: seven_segment = 8'b1111_1110;  
            4'd9: seven_segment = 8'b1111_0110;  
            default: seven_segment = 8'b1111_1111;  
        endcase
    end
endmodule
module controller(
    input clk,
    input reset,
    input [7:0] seg0, seg1, seg2, seg3, seg4, seg5, seg6, seg7,
    output reg [7:0] seg_COM,    
    output reg [7:0] seg_DATA    
);
    reg [2:0] counter = 3'd0;
    always @(posedge clk) begin
        if (reset) begin
            seg_COM  <= 8'b1111_1111;  
            seg_DATA <= 8'b0000_0000;  
            counter  <= 3'd0;
        end else begin
            counter <= (counter == 3'd7) ? 3'd0 : counter + 3'd1;
            case (counter)
                3'd0: begin seg_COM <= 8'b0111_1111; seg_DATA <= seg0; end
                3'd1: begin seg_COM <= 8'b1011_1111; seg_DATA <= seg1; end
                3'd2: begin seg_COM <= 8'b1101_1111; seg_DATA <= seg2; end
                3'd3: begin seg_COM <= 8'b1110_1111; seg_DATA <= seg3; end
                3'd4: begin seg_COM <= 8'b1111_0111; seg_DATA <= seg4; end
                3'd5: begin seg_COM <= 8'b1111_1011; seg_DATA <= seg5; end
                3'd6: begin seg_COM <= 8'b1111_1101; seg_DATA <= seg6; end
                3'd7: begin seg_COM <= 8'b1111_1110; seg_DATA <= seg7; end
                default: begin
                    seg_COM  <= 8'b0000_0000;  
                    seg_DATA <= 8'b1111_1111;
                end
            endcase
        end
    end
endmodule
module TOP_bin2seven (
    input clk,
    input reset,
    input  [3:0] binary,
    output [7:0] seg_COM,
    output [7:0] seg_DATA
);
    wire [3:0] tens, ones;
    wire [7:0] seg_tens, seg_ones;
    localparam [7:0] SEG_BLANK = 8'b0000_0000;
    bin2BCD u_bin2BCD (
        .binary_input(binary),
        .tens(tens),
        .ones(ones)
    );
    BCD2seven u_BCD2seven_tens (.BCD_input(tens), .seven_segment(seg_tens));
    BCD2seven u_BCD2seven_ones (.BCD_input(ones), .seven_segment(seg_ones));
    controller u_controller (
        .clk(clk),
        .reset(reset),
        .seg0(seg_tens),       
        .seg1(seg_ones),
        .seg2(SEG_BLANK),
        .seg3(SEG_BLANK),
        .seg4(SEG_BLANK),
        .seg5(SEG_BLANK),
        .seg6(SEG_BLANK),
        .seg7(SEG_BLANK),
        .seg_COM(seg_COM),
        .seg_DATA(seg_DATA)
    );
endmodule
</file>
<file path="run.sh">
#!/bin/bash
# OpenROAD 26Q1-2900-gdf79404cd8, Yosys 0.63+post, stock flow scripts
make -C /OpenROAD-flow-scripts/flow DESIGN_CONFIG=/design/flow/config.mk WORK_HOME=/design/flow/orfs finish
</file>
==> run summary <==
Notes on the physical implementation.

- The shortest period the worst path allows is 4.70 ns, for reference.
- The synthesized area divided by synthesized cell count is 9.48 µm², for reference.
- In the routed design, unresolved DRC markers number 0.
- The clock tree from TritonCTS is yes, for reference.
- After routing, the total negative slack on setup checks comes to 0 ns.
- After layout, the worst setup slack is 0.400 ns.
- The total power is 515 µW, for reference.
- In this run, synthesis produced a sequential element count of 19.
- The final hold violation count recorded for this run is 0.
- The switching power is 175 µW, for reference.
- The post-synthesis sequential area ratio is 0.240, for reference.
- The flow ran to the end, and the final reports show no timing, DRC or antenna violations.
- Warnings reported by Yosys during synthesis add up to 7.
- The instance count of the mapped netlist is 167, for reference.
- Excluding fillers, the count of instances in the completed layout stands at 335.
- The max-cap check violation count is 0, for reference.
- The global routing report lists combined usage of all routing layers as 0.0409.
- Input and output buffers added on the ports amount to 28.
- Fill cells in the final layout number 1120.
- The placement summary gives the final routability congestion estimate as 0.817.
- The total die size is 15100 µm², for reference.
- The sink count of the clock tree is 19, for reference.
- The site row count is 37, for reference.
- Per the run report, area growth between synthesis and finish was 30.8%.
- The transition time recorded at the tightest slew-check pin is 0.512 ns.
- Yosys reports that the most numerous cell types are 22 x ha_1, 21 x inv_1, 19 x dfxtp_1.
- The post-cts sizing count is 0, for reference.
- Pin placement for this block handled 29 I/O pins.
- The combinational share of power is 0.470, for reference.
- The fraction of post-synthesis cell area in the top cell type by area is 0.240, for reference.
- The tightest slew margin relative to the limit is 0.656, for reference.
- The H-tree depth is 1, for reference.
- In this run, distinct cell masters in the synthesized netlist total 49.
- The buffer count from post-CTS setup fixing is 0, for reference.
- In the post-synthesis netlist, the cell with the most instances is ha_1.
- The number of standard cells reported by yosys is 167, for reference.
- The core footprint is 10300 µm², for reference.
- The power report lists cell-internal power as 340 µW.
- The violation tally recorded at the end of detailed-routing iteration 0 is 34.
- The number of detailed-route iterations in the first pass is 4, for reference.
- The final-report max-slew violation count is 0, for reference.
- The worst setup path is launched from an input port.
- The number of global-route vias before repair was 1165.
- For this run, the leading register cell type out of synthesis is dfxtp_1.
- Between clock sinks in the finished design, the worst skew comes to 0.00204 ns.
- The die is 123 µm tall.
- The clock tree buffer depth is 2, for reference.
- On the worst path, the slowest cell contributes a delay of 0.56 ns.
- The total cell area reported by yosys after synthesis is 1580 µm², for reference.
- In the setup report, the worst path falls into the class in2reg.
- The class of the tightest hold or removal check is reg2reg, for reference.
- Per the finish-stage timing summary, setup violations number 0.
- The number of buffers created by CTS is 3, for reference.
- Summed over all instances, the cell type with the most area after synthesis is dfxtp_1.
- From left edge to right edge, the die measures 123 µm.
- The fraction of registers with async set or reset after synthesis is 0, for reference.
- The CTS clock-pin slew for the worst setup and hold paths is 0.07 ns, for reference.
- Per the detail_route report, vias per standard cell equal 3.58.
- The number of vias after detailed routing is 1200, for reference.
- The cell family with the largest share of critical-path delay is adder cells, for reference.
- After legalization and detailed placement, the total HPWL measured 2710 µm.
- The flow reports an fmax of 213 MHz.
- Of the available clock period, the critical path in the final layout requires 0.922.
- The slowest stage of the critical path is the clkdlybuf4s50_1 cell.
- Switching power as a fraction of the total was reported as 0.340.
- The largest net degree at the start of global routing is 14, for reference.
- For this sky-water flow run, the detailed-routed wirelength per cell is reported as 9.52 µm.
- The post-synth count of flops with an enable pin is 0.
- STA lists the maximum fanout along the critical path as 5.
- On the final layout, the worst hold slack is 0.494 ns.
- The leakage power summed over all cells is 0.000837 µW, for reference.
- In this run the critical path is formed by clkdlybuf4s50_1 -> inv_1 -> nor2_1 -> ha_1 -> inv_1 -> fa_1 -> inv_1 -> ha_1 -> mux2i_1 -> o32ai_2 -> a21oi_4 -> nand3b_1 -> and2_2 -> ha_1 -> inv_1 -> ha_1 -> a211oi_1 -> o21ai_1.
- The area of combinational cells with multiple inputs is 1080 µm², for reference.
- The number of hold buffers added after CTS was 0.
- The floorplan step records an initial core utilization of 0.153.
- The remaining antenna violation count is 0, for reference.
- The global-route wire length before repair is 5350 µm, for reference.
- After global routing the overflow that remains totals 0.
- The area taken by flip-flops and latches is 380 µm², for reference.
- The insertion delay to the later sink of the worst-skew pair is 0.25 ns, for reference.
- The peak supply drop is 0.0899 mV, for reference.
- The worst path required time is 5.23 ns, for reference.
- The post-synthesis instance area is 1580 µm², for reference.
- The share of power burned in registers is 0.333, for reference.
- The number of instances in the placed design is 331, for reference.
- The part of the power in the clock network is 0.197, for reference.
- The total power per unit cell area is 249 nW/µm², for reference.
- The data arrival time of the critical path is 4.83 ns, for reference.
- The number of antenna violations at the first check in global routing is 0.
- Warnings raised by the tools during the run amount to 35.
- Setup repair after global routing left no endpoint under its margin.
- Sorting the synthesized cells by area gives the leading types as dfxtp_1 24%, ha_1 17%, inv_1 5.0%.
- The worst setup path is captured at a flop.
- The number of antenna diodes is 0, for reference.
- The CTS root buffer is clkbuf_8, for reference.
- The pre-CTS worst setup slack is 0.176 ns, for reference.
- Summed over all layers, the routed wires come to 3190 µm.
- The combined buffer and inverter count along the critical path is 5, for reference.
- Of the cells placed in the final design, the portion with a size suffix greater than 1 is 0.136.
## final timing paths
path / slack, ns / from / end / cells past startpoint
setup / recovery: 0.40 / operandB[0] / u_display.u_controller.seg_DATA[6]$_SDFF_PP0_ / 18
hold / removal: 0.49 / u_display.u_controller.counter[0]$_SDFF_PP0_ / u_display.u_controller.counter[0]$_SDFF_PP0_ / 1
setup reg to reg: 3.23 / u_display.u_controller.counter[0]$_SDFF_PP0_ / u_display.u_controller.seg_DATA[4]$_SDFF_PP0_ / 7
hold reg to reg: 0.49 / u_display.u_controller.counter[0]$_SDFF_PP0_ / u_display.u_controller.counter[0]$_SDFF_PP0_ / 1
## cell families (layout without fill, tap and decap cells)
logic type                 count (synthesis)  after routing  synth area share
xor gates and xnor gates                  11             11            0.0791
and+or+nand+nor                           50             50             0.172
buffers and inverters                     26             58            0.0783
DFF                                       19             19             0.240
AOI/OAI and AO/OA                         33             33             0.197
adders and majority gates                 25             25             0.212
muxes                                      3              3            0.0221
## metal layers
| metal | wire length [µm] | GRT usage | part of all wire | vias to the layer above |
|---|---|---|---|---|
| met4 | 16 | 0.00364 | 0.0050 | 0 |
| met2 | 1160 | 0.0572 | 0.36 | 32 |
| li1 | - | - | - | 638 |
| met1 | 1730 | 0.0628 | 0.54 | 528 |
| met5 | 0 | 0 | 0 | - |
| met3 | 284 | 0.0116 | 0.089 | 2 |
## power groups by stage
stage     Sequential, µW  Combinational (µW)  Clock [µW]
6_report             171                 242         101
5_1_grt              173                 267         112
4_1_cts              172                 243         107
## worst reg2reg max path, stage by stage (launching register included)
cell      delay (ns)
dfxtp_1         0.34
ha_1            0.22
ha_1            0.26
nor2_1          0.27
and2_1          0.22
nand2_1         0.14
a21o_2          0.27
o221ai_1        0.07
## stage by stage
step	utilization	instance area, µm²
floorplan	-	1580
global placement	0.196	2020
detailed placement	0.196	2020
CTS	0.201	2070
global route	0.201	2070
finish	0.201	2070
## registers in the layout, summed over array words and instances, names as in the netlist
name and count:
u_display.u_controller.seg_DATA 8, u_display.u_controller.seg_COM 8, u_display.u_controller.counter 3
## cell type report
class	instances	share of cell area
Inverter	22	0.0399
Sequential cell	19	0.184
Multi-Input combinational cell	122	0.521
Clock buffer	3	0.0199
Timing Repair Buffer	32	0.150
Tap cell	136	0.0822
Clock inverter	1	0.00363
## cell usage in the layout (no fill, tap or decap), types with 4 or more instances in the layout
| master | count |
|---|---|
| buf_4 | 4 |
| nand2_1 | 12 |
| a21oi_1 | 6 |
| nor2_1 | 11 |
| xnor2_1 | 7 |
| o21ai_1 | 4 |
| ha_1 | 22 |
| nand3b_1 | 6 |
| inv_1 | 21 |
| clkdlybuf4s50_1 | 28 |
| dfxtp_1 | 19 |
No activity file was given, so power comes from the tool's default toggle rates.
